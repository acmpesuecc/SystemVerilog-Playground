**design/flow/run.sh**
```bash
#!/bin/bash
# OpenROAD 26Q1-2900-gdf79404cd8, Yosys 0.63+post, stock flow scripts
make -C /OpenROAD-flow-scripts/flow DESIGN_CONFIG=/design/flow/config.mk WORK_HOME=/design/flow/orfs finish
```
**design/flow/config.mk**
```make
export PLATFORM = sky130hd
export DESIGN_NAME = vend_moore
export DESIGN_NICKNAME = vend_moore
export VERILOG_FILES = /design/flow/design.v
export SDC_FILE = /design/flow/constraint.sdc
export NUM_CORES = 4
export LEC_CHECK = 1
export CORE_AREA = 10 10 70 70
export DIE_AREA = 0 0 80 80
```
**design/flow/constraint.sdc**
```tcl
current_design vend_moore

set clk_period 1.1
set clk_io_pct 0.2

create_clock -name clk0 -period $clk_period [get_ports {clk}]

set non_clock_inputs [all_inputs -no_clocks]
set_input_delay [expr $clk_period * $clk_io_pct] -clock clk0 $non_clock_inputs
set_output_delay [expr $clk_period * $clk_io_pct] -clock clk0 [all_outputs]
```
**design/flow/design.v**
```verilog
`timescale 1ns / 1ps
module vend_moore(
    input logic rs10, rs5, clk, reset,
    output logic rs5out, item1
);
    typedef enum logic [2:0] {
        S0 = 3'b000,
        S5 = 3'b001,
        S10 = 3'b010,
        S15 = 3'b011,
        S20 = 3'b100
    } state_t;
    state_t state, next_state;
    always_ff @(posedge clk or posedge reset) begin
        if (reset)
            state <= S0;
        else
            state <= next_state;
    end
    always_comb begin
        next_state = state;
        case (state)
            S0: 
                if (rs5)       next_state = S5;
                else if (rs10) next_state = S10;
            S5: 
                if (rs5)       next_state = S10;
                else if (rs10) next_state = S15;
            S10:
                if (rs5)       next_state = S15;
                else if (rs10) next_state = S20;
            S15:
                next_state = S0;
            S20:
                next_state = S0;
        endcase
    end
    always_comb begin
        case (state)
            S0, S5, S10: begin
                item1 = 1'b0;
                rs5out = 1'b0;
            end
            S15: begin
                item1 = 1'b1;
                rs5out = 1'b0;
            end
            S20: begin
                item1 = 1'b1;
                rs5out = 1'b1;
            end
            default: begin
                item1 = 1'b0;
                rs5out = 1'b0;
            end
        endcase
    end
endmodule
```
==> flow_metrics.env <==
# source this file to load flow results
export IMPL_cap_violations=0
export IMPL_largest_register="state"
export IMPL_ys_warn_count=1
export IMPL_vias_per_cell=2.22
export IMPL_yosysChipArea_sq_um=195
export IMPL_hp_class="primary input to asynchronous set/reset pin"
export IMPL_overflow=0
export IMPL_tns_ps=-67.7
export IMPL_grt_max_degree=6
export IMPL_largest_register_ffs=5
export IMPL_yosys_cell_types_count=10
export IMPL_relSlewSlack_pct=87.4
export IMPL_ys_flops=5
export IMPL_fin_crit_ps=1170
export IMPL_grt_usage_pct=1.97
export IMPL_path_delay_family="flip-flops"
export IMPL_violations="negative setup slack"
export IMPL_final_util_pct=10.1
export IMPL_die_y_microns=80
export IMPL_coreArea_sq_um=3420
export IMPL_crit_fanout=2
export IMPL_n_antenna_cell=0
export IMPL_rows=21
export IMPL_hpwl_microns=393
export IMPL_crit_required_ps=880
export IMPL_tightest_slew_ps=188
export IMPL_crit_type="flip-flop to output port"
export IMPL_hold_viol=0
export IMPL_dieArea_sq_um=6400
export IMPL_die_x_microns=80
export IMPL_drt_total_wl_microns=538
export IMPL_drt_iter0_markers=15
export IMPL_slowest_stage="dfrtp_1"
export IMPL_leakagePower_nw=0.160
export IMPL_setup_slack_ps=-67.7
export IMPL_cts_tree="done"
export IMPL_design_area_sq_um=345
export IMPL_critPathArrivalTime_ps=950
export IMPL_clk_path_buf_depth=2
export IMPL_end_kind="output port"
export IMPL_fmax_mhz=856
export IMPL_antenna_found_initial=0
export IMPL_io_buffers=5
export IMPL_placed_cell_area_sq_um=318
export IMPL_warnings=27
export IMPL_slew_viol_final=0
export IMPL_syn_instance_count=18
export IMPL_wl_per_cell_microns=7.08
export IMPL_path_buffers=1
export IMPL_final_setup_viol_count=1
export IMPL_root_buffer="clkbuf_4"
export IMPL_numCtsBuffers=3
export IMPL_powerDensity_nw_per_um2=1220
export IMPL_clock_latency_late_pin_ps=240
export IMPL_critPathMaxStageDelay_ps=370
export IMPL_drc=0
export IMPL_hold_ws_ps=176
export IMPL_status="finished, violations left"
export IMPL_top_regs="state: 5 flops"
export IMPL_place_congestion=0.739
export IMPL_syn_to_final_growth_pct=76.9
export IMPL_grt_pass1_vias=196
export IMPL_drive_gt1_share_pct=26.7
export IMPL_initCoreUtil_pct=5.71
export IMPL_crit_chain="or2_1 -> buf_2"
export IMPL_period_used_pct=106
export IMPL_netlist_area_sq_um=195
export IMPL_numClockSinks=5
export IMPL_h_tree_depth=1
export IMPL_ios=6
export IMPL_cts_hold_buf=0
export IMPL_final_antenna_net_count=0
export IMPL_syn_avg_cell_area_sq_um=10.8
export IMPL_clkSlewWorstSetupHoldPaths_ps=40
export IMPL_ys_cells=18
export IMPL_drt_first_pass_iters=3
export IMPL_skew_ps=4.70
export IMPL_grt_pass1_wl_microns=897
export IMPL_via_count=169
export IMPL_rsz0062_at_grt="yes"
export IMPL_peakVddDrop_mv=0.314
export IMPL_synth_seq_area_share_pct=64.7
export IMPL_start_kind="flip-flop"
## kinds of logic (layout without fill, tap and decap cells)
group                  after synthesis  in the layout  share of synthesized area, %
AOI/OAI and AO/OA                    4              4                          13.5
buffers and inverters                1             13                          1.92
DFF                                  5              5                          64.7
muxes                                1              1                          5.13
and+or+nand+nor                      7              7                          14.7
## area by class of cell
cell class	count	area, sq um
clock buffer	4	26.3
fill	395	3070
inverter	1	3.75
multi-input combinational	12	65.1
sequential	5	126
tap	46	57.6
timing repair buffer	8	66.3
## report_power, final
group          internal [W]  leakage [nW]  total (W)  switching (W)
registers          0.000185        0.0662   0.000185              0
clock network      0.000137        0.0150   0.000210      0.0000726
logic             0.0000153        0.0791  0.0000274      0.0000121
## per-layer routing
layer / global-route usage [%] / wire (microns) / vias to the layer above
li1: - / - / 83
met1: 2.07 / 244 / 77
met2: 1.93 / 157 / 9
met3: 3.18 / 135 / 0
met4: 0.352 / 0 / 0
met5: 0 / 0 / -
## worst paths after layout
check | start | endpoint | slack [ps] | depth (start not counted)
setup reg to reg | state[1]$_DFF_PP0_ | state[0]$_DFF_PP1_ | 160 | 3
min in group clk0 | state[2]$_DFF_PP0_ | state[4]$_DFF_PP0_ | 520 | 2
hold / removal | reset | state[4]$_DFF_PP0_ | 180 | 2
hold reg to reg | state[2]$_DFF_PP0_ | state[4]$_DFF_PP0_ | 520 | 2
setup / recovery | state[1]$_DFF_PP0_ | item1 | -70 | 2
max in group asynchronous | reset | state[0]$_DFF_PP1_ | 690 | 2
## synth_stat cells
cell / n / area share [%]
a21o_1: 1 / 3.8
a22o_1: 1 / 4.5
dfrtp_1: 4 / 51
dfstp_2: 1 / 13
inv_1: 1 / 1.9
mux2i_1: 1 / 5.1
nand2_1: 4 / 7.7
nor2_1: 2 / 3.8
o21ai_1: 2 / 5.1
or2_1: 1 / 3.2
## repair_timing
item,in CTS,in global routing
pin swaps,1,0
gates resized,4,0
buffers inserted,1,0
setup endpoints to repair,2,2
## cell usage in the layout (no fill, tap or decap), drive strengths merged
master	synthesis	final
nor2	2	2
o21ai	2	2
nand2	4	4
clkbuf	0	4
dlygate4sd2	0	1
clkdlybuf4s50	0	3
buf	0	4
or2	1	1
a22o	1	1
inv	1	1
a21o	1	1
dfrtp	4	4
dfstp	1	1
mux2i	1	1
## through the flow
stage               power, W  std cells  worst slack, ps
floorplan           0.000192         18              342
global placement    0.000213         71             -113
detailed placement  0.000214         71             -135
CTS                 0.000429         76            -77.3
global route        0.000456         76             -131
finish              0.000422         76            -67.7
No activity file was given, so power comes from the tool's default toggle rates.
