### flow/run.sh
#!/bin/bash
# OpenROAD 26Q1-2900-gdf79404cd8, Yosys 0.63+post, stock flow scripts
make -C /OpenROAD-flow-scripts/flow DESIGN_CONFIG=/design/flow/config.mk WORK_HOME=/design/flow/orfs finish
### flow/config.mk
export PLATFORM = sky130hd
export DESIGN_NAME = reduce1s
export DESIGN_NICKNAME = reduce1s
export VERILOG_FILES = /design/flow/design.v
export SDC_FILE = /design/flow/constraint.sdc
export NUM_CORES = 4
export LEC_CHECK = 1
export CORE_AREA = 10 10 70 70
export DIE_AREA = 0 0 80 80
### flow/constraint.sdc
current_design reduce1s

set clk_period 1.0
set clk_io_pct 0.2

create_clock -name clk0 -period $clk_period [get_ports {clk}]

set non_clock_inputs [all_inputs -no_clocks]
set_input_delay [expr $clk_period * $clk_io_pct] -clock clk0 $non_clock_inputs
set_output_delay [expr $clk_period * $clk_io_pct] -clock clk0 [all_outputs]
### flow/design.v
`timescale 1ns / 1ps
module reduce1s(input logic clk,
    input logic reset,
    input logic in,
    output logic [2:0] out);
      typedef enum logic [2:0] {
          S0 = 3'b000,
          S1 = 3'b001,
          S2 = 3'b010,
          S3 = 3'b011,
          S4 = 3'b100,
          S5 = 3'b101,
          S6 = 3'b110,
          S7 = 3'b111
      } state_t;
      state_t current_state, next_state;
      always_ff @(posedge clk or posedge reset) begin
          if (reset)
              current_state <= S0;
          else
              current_state <= next_state;
      end
      always_comb begin
          next_state = current_state;
          case (current_state)
              S0: next_state = in ? S1 : S0;
              S1: next_state = in ? S2 : S1;
              S2: next_state = in ? S3 : S2;
              S3: next_state = in ? S4 : S3;
              S4: next_state = in ? S5 : S4;
              S5: next_state = in ? S6 : S5;
              S6: next_state = in ? S7 : S6;
              S7: next_state = S7;
          endcase
      end
      assign out = current_state;
endmodule
==> qor.csv <==
metric,value,unit
chip width,80,um
DRT Pass-1 Iters,3,
count of library flops with an enable pin,0,
Area Growth Syn to Fin,134,%
first-pass GRT wire length,524,um
Top cell area share,60.6,%
Pleak,0.112,nW
FP Rows,21,
Post-Synthesis Cell Area,124,um^2
max reg flops,3,
CTS tree,done,
gr ovfl total,0,
yosys cell count,12,
Final Hold Vio Count,0,
Post-synth seq share,60.6,%
# DRC,0,
die area,6400,um^2
Ports,6,
"mux frac, synth",0,%
Hold Path Class,in2async,
Setup crit start kind,flop,
most frequent cell on the critical path,buf_6,
aggregate routed wire length,376,um
AO/OA Area Share,18.2,%
slowest CP cell,dfrtp_1,
chip height,80,um
crit path max fanout,3,
Biggest register,current_state,
Num Clock Sinks,3,
final period utilization,99.1,%
CP Data Arrival Time,1110,ps
setup TNS,0,ps
Antenna Nets Post-Route,0,
pwr/cell area,1220,nW/um^2
core footprint,3420,um^2
Worst EP required,1120,ps
clock tree root driver cell,clkbuf_4,
Commonest cells post-synth,"a21oi_1 (3), dfrtp_1 (3)",
RR Startpoint,current_state[0],
final setup vio count,0,
Pins Over Slew Limit,0,
status,completed,
# port buffers,5,
Mean Syn Cell Area,10.3,um^2
ys async rst share,100,%
clk latency late pin,230,ps
Layout Skew,2.02,ps
fp_density,3.63,%
share of cells above drive strength 1,46.2,%
GP Congestion,0.674,
GRT Total Usage,1.18,%
"critical path, cell by cell","buf_6, buf_6, and2_4, a21o_1",
actual slew at the worst max-slew pin,119,ps
XOR/XNOR Area Share,0,%
crit-path max cell delay,380,ps
unrepaired setup endpoints after global routing,true,
Slew headroom,92.0,%
hold_ws,134,ps
routed vias,128,
max-cap violations,0,
initial antenna violation count,1,
CP Class,reg2reg,
"top cells, area","dfrtp_1 (61%), a21oi_1 (12%), and2_4 (7.1%)",
largest net degree at the start of global routing,5,
reg2reg end,current_state[2],
Max H-tree Level,1,
chip area in the Yosys report,124,um^2
comb area leader,AND-OR/OR-AND gates,
adder share,0,%
cells after synthesis,12,
peak supply drop,120,uV
top flop regs,current_state x3,
Crit. End Element,flop,
CTS Hold Buffers Added,0,
largest area contributor in the netlist,dfrtp_1,
yosys simple share,18.2,%
number of vias per cell,1.75,
count of tool warnings,26,
clock period minus worst slack,991,ps
HPWL Detailed,289,um
fmax,1010,MHz
1st-iter DRT viols,5,
clock transition at the registers of the reported paths,40,ps
yosys warns,1,
FF-to-FF setup slack,9,ps
Yosys reg bits,3,
CTS Buffer Depth,2,
Routed WL per cell,5.15,um
CTS buffer count,3,
"Top FF cell, synth",dfrtp_1,
number of global-route vias before repair,123,
post-synth cell types,8,
worst reg2reg path depth,4,
==> layout by cell type, fill, tap and decap left out, types with 2 or more instances in the layout <==
cell / synthesis / layout
buf_6: 0 / 2
a21oi_1: 3 / 3
buf_4: 0 / 3
clkbuf_4: 0 / 3
clkbuf_2: 0 / 3
clkdlybuf4s50_1: 0 / 2
dfrtp_1: 3 / 3
==> per-stage QoR <==
step                area, um^2  cells  util (%)  setup WS (ps)  power, mW
floorplan                  124     12         -            219      0.130
global placement           262     67      7.66          -96.2      0.142
detailed placement         262     67      7.66           -101      0.142
CTS                        299     72      8.75           3.84      0.365
global route               290     73      8.50          -15.6      0.376
finish                     290     73      8.50           8.97      0.353
==> routing by layer <==
layer  wire (um)  vias up  GRT usage [%]
met1         165       56           1.13
met3          83        0           2.05
met4           0        0          0.528
li1            -       67              -
met5           0        -              0
met2         128        5           1.04
==> how the worst max path moves through the flow <==
stage,to,start,cells after the start
final,current_state[2],current_state[0],4
after CTS,current_state[2],current_state[0],4
after global routing,current_state[2],current_state[0],4
==> where the power goes <==
part | internal (mW) | total (mW) | switching (mW)
Combinational | 0.0123 | 0.0184 | 0.00607
Sequential | 0.122 | 0.122 | 0.00000000161
Clock | 0.150 | 0.213 | 0.0630
==> worst max-delay path, delay by kind of cell (launching register included) <==
family | cells | cell delay (ps)
AOI/OAI and AO/OA | 1 | 150
DFF | 1 | 380
and+or+nand+nor | 1 | 130
buffers and inverters | 2 | 220
==> what timing repair did <==
action / in CTS / in global routing
pin swaps: 1 / 0
hold endpoints to repair: 0 / 0
gates resized: 7 / 4
endpoints found under the setup margin: 3 / 4
setup buffers: 1 / 0
==> layout make-up <==
class	count	area, um^2
Sequential cell	3	75.1
Inverter	1	3.75
Antenna cell	1	2.50
Timing Repair Buffer	10	80.1
Fill cell	405	3130
Multi-Input combinational cell	8	45.0
Clock buffer	4	26.3
Tap cell	46	57.6
==> cells by family (layout without fill, tap and decap cells) <==
family | Yosys count | after routing
AOI/OAI and AO/OA | 4 | 4
other | 0 | 1
DFF | 3 | 3
buffers and inverters | 1 | 15
and+or+nand+nor | 4 | 4
No activity file was given, so power comes from the tool's default toggle rates.
