[run.sh]
#!/bin/bash
# OpenROAD 26Q1-2900-gdf79404cd8, Yosys 0.63+post, stock flow scripts
make -C /OpenROAD-flow-scripts/flow DESIGN_CONFIG=/design/flow/config.mk WORK_HOME=/design/flow/orfs finish
[config.mk]
export PLATFORM = sky130hd
export DESIGN_NAME = comparator
export DESIGN_NICKNAME = comparator
export VERILOG_FILES = /design/flow/design.v
export SDC_FILE = /design/flow/constraint.sdc
export NUM_CORES = 4
export LEC_CHECK = 1
export CORE_AREA = 10 10 70 70
export DIE_AREA = 0 0 80 80
[constraint.sdc]
current_design comparator

set clk_period 2.0
set clk_io_pct 0.2

create_clock -name clk0 -period $clk_period

set non_clock_inputs [all_inputs -no_clocks]
set_input_delay [expr $clk_period * $clk_io_pct] -clock clk0 $non_clock_inputs
set_output_delay [expr $clk_period * $clk_io_pct] -clock clk0 [all_outputs]
[design.v]
module comparator(
    input  logic [7:0] a,  
    input  logic [7:0] b,
    output logic a_greater, 
    output logic a_equal, 
    output logic a_less
);
    logic [7:0] greater;  
    logic [7:0] equal;    
    logic [7:0] less;
    genvar i;
    generate
        for (i = 0; i < 8; i++) begin
            assign greater[i] = a[i] & ~b[i];  
            assign less[i] = ~a[i] & b[i];     
            assign equal[i] = ~(a[i] ^ b[i]);  
        end
    endgenerate
    assign a_greater = |greater & ~|less;  
    assign a_less = |less & ~|greater;     
    assign a_equal = &equal;               
endmodule
==> impl_metrics.toml <==
# implementation run metrics
[outcome]
status = "finished, violations left"
violations = "negative setup slack"

[floorplanning]
ioPinCount = 19
fp.dieH_um = 80
fp_util_pct = 9.78
num_rows = 21
fp.dieW_um = 80
coreArea_mm2 = 0.00342
chip_area_mm2 = 0.00640

[final_timing]
slew_viol_final = 0
worst_pin_slew_ns = 0.310
setup_violations = 1
fmax_ghz = 0.496
setup_slack_ns = -0.0175
fin_crit_sh_pct = 101
rsz0062_at_grt = "yes"
slew_headroom_pct = 79.2
hold_viol_final = 0
period_needed_ns = 2.02

[global_routing]
grt_pass1_wl_mm = 1.71
grt_max_degree = 3
antenna_found_initial = 0
grt_remaining_overflow = 0
track_usage_pct = 3.16
grt_pass1_vias = 376

[logic_synthesis]
topCellsByArea = "ha_1 (60%), inv_1 (18%), or4_4 (6.7%)"
common_cells = "ha_1 (16), inv_1 (16), nand4_1 (2), nor4_1 (2), or4_4 (2)"
ys_warn_count = 0
synth_cell_type_count = 8
synth_top_area_share_pct = 59.9
synth_stat.cells = 41
top_area_cell = "ha_1"
ys_area_um2 = 334
syn_area_um2 = 334
syn_avg_cell_area_um2 = 8.15
synth_seq_share_pct = 0
synthCells = 41

[critical_path]
worstPathMaxFanout = 2
crit_arrival_ns = 1.62
required_ns = 1.60
cp-end-kind = "output port"
start_kind = "primary input"
crit_type = "primary input to output port"

[placed_design]
gp_congestion = 0.714
placed_cells = 114
place_area_um2 = 642
dp_hpwl_um = 898
portBuffers = 19

[cells_and_area]
final_cell_count_no_fill = 117
flop_area_um2 = 0
nFlopsAndLatches = 0
syn2layout_area_growth_pct = 109
comb_area_um2 = 349
nClkBuffers = 0
nFillCells = 383
fin_area_um2 = 699
drive_above_1_share_pct = 66.2

[routing]
routed.top_layer = "met3"
drt_wl_total_mm = 1.05
wl_met2_um = 275
wirelength_met1_um = 633
vias = 355
wl_met3_um = 143
antennaDiodeCount = 0
detail_route.wl_per_cell_um = 8.99
drt_iter0_drc = 4
drc_errors = 0
detail_route.vias_per_cell = 3.03
ant_nets = 0
dr.pass1.iters = 3

[flow_run]
warnings = 42
max_cap_violations = 0

[power]
powerDensity_mw_per_mm2 = 163
peakVddDrop_mv = 0.0627
leakage_nw = 0.376

[hold_path]
hp-class = "primary input to output port"
[power by group]
part           leakage (nW)  switching, mW  total [mW]  internal (mW)
clock                     0              0           0              0
sequential                0              0           0              0
combinational         0.376         0.0445       0.114         0.0698
[layout by cell type, fill, tap and decap left out]
cell           instances
ha_1                   7
nor4_2                 2
buf_6                  7
inv_2                  3
inv_4                  1
inv_1                 12
nor2_1                 1
nand4_1                2
buf_4                  9
clkbuf_2               2
ha_2                   5
buf_8                  1
a211oi_2               1
o211a_1                1
or4_4                  2
dlygate4sd2_1          1
ha_4                   4
buf_2                 10
[metrics by stage]
stage	setup WS, ns	total power [mW]	hold WS, ns	util [%]	TNS [ns]
final	-0.0175	0.114	1.33	20.5	-0.0175
after global routing	-0.0455	0.127	1.35	20.5	-0.0455
after CTS	-0.0732	0.102	1.30	18.9	-0.0732
after detailed placement	-0.771	0.0991	1.96	18.8	-1.82
after global placement	-0.758	0.0981	1.97	18.8	-1.80
after floorplan	0.268	0.0328	1.00	-	0
[per-layer routing]
| layer | track usage [%] | vias to the layer above |
|---|---|---|
| li1 | - | 191 |
| met1 | 5.54 | 146 |
| met2 | 3.37 | 18 |
| met3 | 1.25 | 0 |
| met4 | 0 | 0 |
| met5 | 0 | - |
[cell families after synthesis]
logic type                 after synthesis  synth area share [%]
AOI/OAI and AO/OA                        2                  6.74
adders and majority gates               16                  59.9
and+or+nand+nor                          7                  15.4
buffers and inverters                   16                  18.0
[worst max-delay path, cell delays in order]
cell and delay (ns):
buf_8 0.08, inv_4 0.03, ha_4 0.14, or4_4 0.55
buf_6 0.13, a211oi_2 0.17, buf_2 0.12
[final cells by class]
cell class	count	share of cell area (%)
inverters	16	8.94
repair buffers	30	32.9
well taps	46	8.23
multi-input cells	25	49.9
[worst paths after layout]
check	start	endpoint	slack, ns	cells past startpoint
setup / recovery	a[6]	a_greater	-0.02	7
hold / removal	b[5]	a_greater	1.33	6
[what timing repair did]
item                                    4_1_cts  5_1_grt
endpoints found under the setup margin        3        2
pin swaps                                     9        6
hold buffers                                  0        0
resized                                      72       28
buffers inserted                              3        0
endpoints found under the hold margin         0        0
No activity file was given, so power comes from the tool's default toggle rates.
